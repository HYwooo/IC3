<file path="./run.sh">
#!/bin/bash
# OpenROAD 26Q1-2900-gdf79404cd8, Yosys 0.63+post, stock flow scripts
make -C /OpenROAD-flow-scripts/flow DESIGN_CONFIG=/design/flow/config.mk WORK_HOME=/design/flow/orfs finish
</file>
<file path="./config.mk">
export PLATFORM = sky130hd
export DESIGN_NAME = TrafficLight
export DESIGN_NICKNAME = TrafficLight
export VERILOG_FILES = /design/flow/design.v
export SDC_FILE = /design/flow/constraint.sdc
export NUM_CORES = 4
export LEC_CHECK = 1
export CORE_UTILIZATION = 40
</file>
<file path="./constraint.sdc">
current_design TrafficLight

set clk_period 4.4
set clk_io_pct 0.2

create_clock -name clk0 -period $clk_period [get_ports {i_clk}]

set non_clock_inputs [all_inputs -no_clocks]
set_input_delay [expr $clk_period * $clk_io_pct] -clock clk0 $non_clock_inputs
set_output_delay [expr $clk_period * $clk_io_pct] -clock clk0 [all_outputs]
</file>
<file path="./design.v">
`timescale 1ns / 1ns
module Divider #(
    parameter DIV_NUM = 16,
    parameter DUTY = 4
) (
    input i_clk,
    input i_rst_n,
    output logic o_clk_div
);
  logic [$clog2(DIV_NUM)-1:0] cnt;
  always @(posedge i_clk or negedge i_rst_n) begin
    if (!i_rst_n) begin
      cnt <= 'd0;
    end else begin
      if (cnt == (DIV_NUM - 1)) begin
        cnt <= 'd0;
        o_clk_div <= 1;
      end else cnt <= cnt + 1;
      if (cnt == DUTY) o_clk_div <= 0;
    end
  end
endmodule : Divider
module LED_CS (
    input i_rst_n,
    input [2:0] i_cs_pointer,
    output logic [7:0] o_cs
);
  always @(*) begin
    if (!i_rst_n) begin
      o_cs = 8'hFF;   
    end else begin
      unique case (i_cs_pointer)
        3'd0: o_cs = 8'b0000_0001;
        3'd1: o_cs = 8'b0000_0010;
        3'd2: o_cs = 8'b0000_0100;
        3'd3: o_cs = 8'b0000_1000;
        3'd4: o_cs = 8'b0001_0000;
        3'd5: o_cs = 8'b0010_0000;
        3'd6: o_cs = 8'b0100_0000;
        3'd7: o_cs = 8'b1000_0000;
      endcase
    end
  end
endmodule
module LED_Decoder (
    input i_rst_n,
    input [4:0] i_dig_ctrl,   
    output reg [7:0] o_dig_sel   
);
  logic [7:0] digit_code;
  assign o_dig_sel = ~digit_code;   
  always @(*) begin
    if (!i_rst_n) begin
      digit_code = 'h00;   
    end else begin
      unique case (i_dig_ctrl)
        5'h00:   digit_code = 8'h3f;   
        5'h01:   digit_code = 8'h06;   
        5'h02:   digit_code = 8'h5b;   
        5'h03:   digit_code = 8'h4f;   
        5'h04:   digit_code = 8'h66;   
        5'h05:   digit_code = 8'h6d;   
        5'h06:   digit_code = 8'h7d;   
        5'h07:   digit_code = 8'h07;   
        5'h08:   digit_code = 8'h7f;   
        5'h09:   digit_code = 8'h6f;   
        5'h0a:   digit_code = 8'h77;   
        5'h0b:   digit_code = 8'h7c;   
        5'h0c:   digit_code = 8'h39;   
        5'h0d:   digit_code = 8'h5e;   
        5'h0e:   digit_code = 8'h79;   
        5'h0f:   digit_code = 8'h71;   
        5'h10:   digit_code = 8'h3f | 8'h80;   
        5'h11:   digit_code = 8'h06 | 8'h80;   
        5'h12:   digit_code = 8'h5b | 8'h80;   
        5'h13:   digit_code = 8'h4f | 8'h80;   
        5'h14:   digit_code = 8'h66 | 8'h80;   
        5'h15:   digit_code = 8'h6d | 8'h80;   
        5'h16:   digit_code = 8'h7d | 8'h80;   
        5'h17:   digit_code = 8'h07 | 8'h80;   
        5'h18:   digit_code = 8'h7f | 8'h80;   
        5'h19:   digit_code = 8'h6f | 8'h80;   
        5'h1a:   digit_code = 8'h77 | 8'h80;   
        5'h1b:   digit_code = 8'h7c | 8'h80;   
        5'h1c:   digit_code = 8'h39 | 8'h80;   
        5'h1d:   digit_code = 8'h5e | 8'h80;   
        5'h1e:   digit_code = 8'h79 | 8'h80;   
        5'h1f:   digit_code = 8'h71 | 8'h80;   
      endcase
    end
  end
endmodule
`timescale 1ns / 1ns
module TrafficLight #(
    parameter F_CLK = 50000000,
    parameter F_CLK_SLOW = 1000
) (
    input i_clk,
    input i_rst_n,
    input logic [8:0] i_key,
    output logic [3:0] o_led,   
    output logic [7:0] o_cs,   
    output logic [7:0] o_dig_sel
);
  logic clk_1kHz, clk_1Hz;
  logic [4:0] dig_ctrl;   
  logic [2:0] cs_pointer;   
  logic [$clog2(60)-1:0] cnt;
  logic [$clog2(10)-1:0] digits[1:0];   
  bit [3:0] led_state = '1;
  logic [1:0] state;
  logic [13:0] bin;
  logic [15:0] bcd;
  localparam RED = 2'b01, YELLOW = 2'b10, GREEN = 2'b11;
  always @(posedge clk_1Hz or negedge i_rst_n) begin
    if (!i_rst_n) cnt <= 0;
    else if (cnt == 'd60) cnt <= 1;
    else cnt <= cnt + 1;
  end
  always @(posedge clk_1Hz or negedge i_rst_n) begin
    if (!i_rst_n) state <= 0;
    else if (cnt == 1 || cnt == 60) state <= RED;
    else if (cnt == 25) state <= GREEN;
    else if (cnt == 55) state <= YELLOW;
  end
  always @(posedge clk_1kHz) begin
    case (state)
      RED: o_led <= 4'b1110;
      GREEN: o_led <= 4'b1011;
      YELLOW: o_led <= {2'b11, clk_1Hz, 1'b1};
      default: o_led <= 4'b0000;
    endcase
  end
  always_comb begin
    unique case (state)
      RED: bin = 26 - cnt;
      YELLOW: bin = 61 - cnt;
      GREEN: bin = 56 - cnt;
      default: bin = 0;
    endcase
  end
  assign digits[0] = bcd[7:4];
  assign digits[1] = bcd[3:0];
  always @(posedge clk_1Hz) begin
    dig_ctrl <= digits[cs_pointer];
  end
  always @(posedge clk_1kHz) begin
    if (|cs_pointer) cs_pointer <= 0;   
    else cs_pointer <= cs_pointer + 1;
  end
  bin2bcd bin2bcd_inst (
      .i_bin(bin),
      .o_bcd(bcd)
  );
  Divider #(
      .DIV_NUM(F_CLK / F_CLK_SLOW),
      .DUTY(F_CLK / F_CLK_SLOW / 2)
  ) CLK50Mto1k (
      .i_clk(i_clk),
      .i_rst_n(i_rst_n),
      .o_clk_div(clk_1kHz)
  );
  Divider #(
      .DIV_NUM(1000),
      .DUTY(500)
  ) CLK1kto1Hz (
      .i_clk(clk_1kHz),
      .i_rst_n(i_rst_n),
      .o_clk_div(clk_1Hz)
  );
  LED_CS LED_CS_inst (
      .i_rst_n(i_rst_n),
      .i_cs_pointer(cs_pointer),
      .o_cs(o_cs)
  );
  LED_Decoder LED_Decoder_inst (
      .i_rst_n(i_rst_n),
      .i_dig_ctrl(dig_ctrl),
      .o_dig_sel(o_dig_sel)
  );
endmodule
module bin2bcd (
    input [13:0] i_bin,
    output reg [15:0] o_bcd
);
  integer i;
  always @(i_bin) begin
    o_bcd = 0;
    for (i = 0; i < 14; i = i + 1) begin   
      if (o_bcd[3:0] >= 5) o_bcd[3:0] = o_bcd[3:0] + 3;   
      if (o_bcd[7:4] >= 5) o_bcd[7:4] = o_bcd[7:4] + 3;
      if (o_bcd[11:8] >= 5) o_bcd[11:8] = o_bcd[11:8] + 3;
      if (o_bcd[15:12] >= 5) o_bcd[15:12] = o_bcd[15:12] + 3;
      o_bcd = {o_bcd[14:0], i_bin[13-i]};   
    end
  end
endmodule
</file>
==> summary.txt <==
outcome: finished, final reports clean
cell count after synthesis: 386
FP Util: 0.416
Hold Path Class: reg2reg
highest fanout seen on the critical path: 29
Least-Margin Pin Slew: 0.909 ns
Worst-path clk slew: 0.06 ns
simple-gate share of the synthesized area: 0.232
post-layout minimum cycle time: 2.79 ns
postcts setup bufs: 0
num rows: 34
skew final: 0.00153 ns
Vias/cell: 5.26
CORE AREA: 8760 sq um
CTS Buffer Depth: 2
post-CTS sizing: 0
Die Span X: 97.5 um
top comb family, area: simple AND/OR/NAND/NOR gates
first-pass GRT wire length: 11200 um
cts hold-fix bufs: 0
Buf/Inv on CP: 2
slowest CP cell: buf_2
DRT Pass-1 Iters: 4
maxcap violations: 0
Post-Synth AOI/OAI Area: 0.160
Die Ht: 97.5 um
register pins left without a clock: 42
DRC: 0
DRT antenna net count: 0
sequential-to-total area share from yosys stat: 0.377
final hold vios: 0
yosys cell count: 386
ys async rst share: 0.593
WS Path Type: in2out
reg2reg path depth: 5
maximum clock rate: 358 MHz
CTS Buf Count: 3
largest net degree at the start of global routing: 30
Critical Path RT: 3.52 ns
area delta synth->final: 9.36%
DR WL/cell: 12.4 um
endpoints left unconstrained: 47
final worst-path cycle share: 0.634
Data arrival, critical path: 1.91 ns
power per cell area: 73.5 nW/um^2
via count: 2690
yosys synthesis chip area: 3650 sq um
Pins Over Slew Limit: 0
Synth Flop Type: dfrtp_1
MUX area fraction: 0.0185
RSZ-0062 raised after global routing: false
DRT iter0 DRCs: 116
gr ovfl total: 0
vias in the first global route: 2457
static leakage: 1.79 nW
hold-critical path depth: 1
initial antenna violation count: 0
ys flops: 59
worst reg2reg setup slack: 2.55 ns
worst rel slew slack: 0.388
diode count: 0
Syn Area/Cell: 9.46 sq um
Log Warnings: 47
IO buf count: 20
GP Congestion: 0.834
flip-flops with a built-in enable: 2
CTS H-tree lvls: 1
CP startpoint kind: input port
Setup Viol. Count Final: 0
worst vdd ir: 87.4 uV
routed wire length: 6320 um
Root Buffer: clkbuf_8
Top delay family on crit path: buffers and inverters
Mapped Area: 3650 sq um
Post-Route Setup TNS: 0 ns
Cell Type Count: 73
Stages on worst setup path: 3
chip area: 9510 sq um
Synth Warn #: 8
Crit path largest cell delay: 0.46 ns
commonest cells after routing, fill and taps aside: dfrtp_1 (35), nor2_1 (35), nand2_1 (31), inv_1 (29), ha_1 (26)
worst skew pair latency: 0.25 ns
post-route cell area: 3990 sq um
CP endpoint kind: output pin
Post-Place Cell Area: 3950 sq um
XOR Share, Synth: 0.0672
share of layout cells above drive strength 1: 0.0720
gr usage total: 0.141
Adder Area Share: 0.100
Critical Path, Cell by Cell: buf_2, nand2_1, clkdlybuf4s50_1
TritonCTS clock tree: done
post-DP HPWL: 4900 um
I/O pin total: 31
## worst register-to-register path, cell delays in order (launching register included)
cell,delay [ns]
dfrtp_1,0.43
nor4_1,0.28
and2_1,0.18
and4_1,0.41
inv_1,0.07
a21boi_0,0.18
## metal layers
metal	share of wire	routed length, um	up-vias	GRT usage
li1	-	-	1377	-
met1	0.53	3340	1288	0.230
met2	0.45	2860	23	0.224
met3	0.017	107	2	0.00878
met4	0.00095	6	0	0.00226
met5	0	0	-	0
## synth_stat cells, drive strengths merged (3+ instances only)
library cell	n	area, sq um
xnor2	15	131
nand4	3	18.8
mux2i	3	30.0
a31o	5	43.8
a31oi	4	40.0
nand2	31	116
xor2	13	114
o31ai	5	42.5
nor3	9	45.0
and2	5	31.3
nand2b	13	81.3
and4	3	28.8
nor4	3	18.8
o211ai	5	37.5
dfxtp	22	440
nor2b	6	37.5
a21oi	11	58.8
nor2	36	138
o21a	3	22.5
nor3b	4	30.0
inv	29	109
dfrtp	35	876
buf	5	33.8
ha	26	325
clkbuf	4	15.0
and3	12	75.1
or2	4	25.0
o21ai	7	38.8
nand3	18	90.1
a22oi	5	51.3
## power by group
| group | internal (W) | switching (W) | total [W] | leakage, nW |
|---|---|---|---|---|
| logic | 0.0000117 | 0.0000104 | 0.0000221 | 1.12 |
| registers | 0.000157 | 0 | 0.000157 | 0.650 |
| clock network | 0.0000641 | 0.0000498 | 0.000114 | 0.0228 |
| total | 0.000233 | 0.0000602 | 0.000293 | 1.79 |
## layout make-up
class	count	area, sq um
well taps	108	135
fillers	816	4770
inverters	30	113
flip-flops and latches	59	1380
multi-input cells	288	2110
repair buffers	22	210
clock buffers	4	45.0
## final timing paths
path,start,end
max reg2reg,CLK50Mto1k.cnt[4],CLK50Mto1k.o_clk_div
max,i_rst_n,o_dig_sel[6]
max in group asynchronous,i_rst_n,CLK50Mto1k.cnt[9]
min in group asynchronous,i_rst_n,CLK50Mto1k.cnt[7]
min reg2reg,CLK50Mto1k.cnt[0],CLK50Mto1k.cnt[0]
min,CLK50Mto1k.cnt[0],CLK50Mto1k.cnt[0]
## cells by family after synthesis
logic type,count (synthesis)
flip-flops,59
AND/OR/NAND/NOR,160
other,1
adder cells (fa/ha/maj),28
XOR/XNOR,28
AND-OR/OR-AND,66
multiplexers,5
buffers and inverters,39
## per-stage QoR
| step | setup slack (ns) | hold WS, ns | total power [W] | util | std cells |
|---|---|---|---|---|---|
| 6_report | 1.61 | 0.494 | 0.000293 | 0.455 | 511 |
| 5_1_grt | 1.46 | 0.514 | 0.000306 | 0.455 | 511 |
| 4_1_cts | 1.56 | 0.499 | 0.000298 | 0.455 | 511 |
| 3_5_place_dp | 1.58 | 0.488 | 0.000183 | 0.450 | 507 |
| 3_3_place_gp | 1.57 | 0.480 | 0.000183 | 0.450 | 507 |
| 2_1_floorplan | 2.36 | 0.455 | 0.000163 | - | 386 |
Power figures rest on the tool's default switching activity, not on a simulated workload.
